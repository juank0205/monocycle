<file path="flow/design.v">
module registerunit (
    input  logic        clk,        
    input  logic [ 4:0] rs1,
    rs2,   
    input  logic [ 4:0] rd,         
    input  logic        RuWr,       
    input  logic [31:0] RuWrData,   
    output logic [31:0] ru1,
    ru2   
);
  logic [31:0] registers[0:31];
  assign ru1 = registers[rs1];
  assign ru2 = registers[rs2];
  integer i;
  integer j;
  initial begin
    for (i = 0; i <= 32; i = i + 1) for (j = 0; j <= 32; j = j + 1) registers[i][j] = 0;
    registers[2] = 32'd512;
  end
  always_ff @(negedge clk) begin
    if (RuWr && rd != 0) registers[rd] <= RuWrData;
  end
endmodule
</file>
<file path="flow/run.sh">
#!/bin/bash
# OpenROAD 26Q1-2900-gdf79404cd8, Yosys 0.63+post, stock flow scripts
make -C /OpenROAD-flow-scripts/flow DESIGN_CONFIG=/design/flow/config.mk WORK_HOME=/design/flow/orfs finish
</file>
<file path="flow/config.mk">
export PLATFORM = sky130hd
export DESIGN_NAME = registerunit
export DESIGN_NICKNAME = registerunit
export VERILOG_FILES = /design/flow/design.v
export SDC_FILE = /design/flow/constraint.sdc
export NUM_CORES = 4
export LEC_CHECK = 1
export CORE_UTILIZATION = 40
</file>
<file path="flow/constraint.sdc">
current_design registerunit

set clk_period 6.3
set clk_io_pct 0.2

create_clock -name clk0 -period $clk_period [get_ports {clk}]

set non_clock_inputs [all_inputs -no_clocks]
set_input_delay [expr $clk_period * $clk_io_pct] -clock clk0 $non_clock_inputs
set_output_delay [expr $clk_period * $clk_io_pct] -clock clk0 [all_outputs]
</file>
==> out/metrics.csv <==
metric,value,unit
row_count,127,
via_per_inst,5.51,
synth_stat.cells,3387,
placed_cell_area,53700,um2
pins_over_their_slew_limit,0,
global_route.usage.total,0.269,
gpl.final_weighted_congestion,0.891,
via_count,35000,
area_growth_syn_to_layout,27.9,%
antenna_found_initial,2,
power.density,298,nW/um2
worst_setup_path_start_kind,flop,
dr.max_layer_used,met5,
hold_path.class,in -> out,
synthDistinctLibCells,25,
layout.cells.most_common,sky130_fd_sc_hd__inv_1,
syn_avg_cell_area,14.4,um2
grt_start_max_net_pins,74,
fin_worst_hold_slack,3.23,ns
routed_wirelength,154000,um
power.ir.vdd_worst,0.238,mV
ffs_latches_synth,1024,
register_with_the_highest_flop_count,registers,
layout_top_registers,registers (1024),
m1WireLength,58000,um
outcome,"finished, violations left",
netlist_area,48800,um2
max-slew-margin-rel,0.317,
wire_per_inst,24.2,um
drc_errors,0,
crit_path_max_incr_delay,0.43,ns
crit_path_top_delay_cell,sky130_fd_sc_hd__edfxtp_1,
setup_ws,-0.322,ns
ant_nets,0,
worstSetupPathType,reg -> out,
cts_sinks,1024,
cts.hold.buffers_added,0,
worst_setup_hold_path_clk_slew,0.04,ns
ys.warnings.count,1,
final-instance-count-excl-fill,6360,
yosys-stat-area,48800,um2
num_io_pins,113,
first_global_vias,38100,
path_common_cell,sky130_fd_sc_hd__buf_6,
routed-wl-met3,20100,um
tritoncts.num_buffers,114,
drt_pre_antenna_iters,5,
tritoncts,built,
wl_met2,70500,um
slew_of_the_pin_with_the_lowest_slew_margin,1.02,ns
failed_checks,negative setup slack,
yosys.area.top_type,sky130_fd_sc_hd__edfxtp_1,
chipWidth,351,um
fp.dieArea,123000,um2
fillers,9916,
warning_count,1030,
die_outline_height,351,um
power.static_leakage,27.2,nW
drc_marker_count_from_the_first_detailed_route_iteration,2149,
final_hold_viol_count,0,
core_area,120000,um2
placement.io_buffers,112,
dp_hpwl,90700,um
ys_seq_share,0.631,
critPathRequiredTime,5.04,ns
critical_path_endpoint_category,output port,
setup_repair_after_global_routing_missed_its_margin,yes,
min_delay_worst_endpoint,ru1[13],
crit_path_max_fanout,2,
netlist.area_leader.share,0.631,
logic_area,18100,um2
worst_hold_startpoint,rs1[1],
global_route.overflow_total,0,
maxCapViolCount,0,
post-place-cells,5146,
flop_area,30700,um2
fin_total_pwr,18.6,mW
final_layout_top_logic_cells,"sky130_fd_sc_hd__inv_1, sky130_fd_sc_hd__mux2i_1, sky130_fd_sc_hd__edfxtp_1",
post_synth_main_area_contributors,"sky130_fd_sc_hd__edfxtp_1, sky130_fd_sc_hd__mux2i_1, sky130_fd_sc_hd__a22oi_1",
setup_viol,63,
cell_count_after_synthesis,3387,
htree_levels,3,
initial_core_util,0.405,
global_route_wire_length_before_repair,225000,um
arrival_time_at_the_worst_endpoint,5.36,ns
root_buffer_selected_by_cts,sky130_fd_sc_hd__clkbuf_16,
crit_chain,mux2i_1 -> a22o_1 -> nor3_2 -> a31oi_1 -> buf_4 -> nand3_2 -> buf_6 -> buf_6,
final_cell_area,62300,um2
largest_register_ffs,1024,
drive_gt1_frac,0.144,
worst_case_clock_buffer_depth,3,
worstHoldPathCells,6,
[synthesized netlist by cell type]
library cell                  n
sky130_fd_sc_hd__nor2b_1      4
sky130_fd_sc_hd__a21oi_1    192
sky130_fd_sc_hd__or3b_2       3
sky130_fd_sc_hd__inv_1        1
sky130_fd_sc_hd__and2_1       2
sky130_fd_sc_hd__a31oi_1     64
sky130_fd_sc_hd__edfxtp_1  1024
sky130_fd_sc_hd__nand2b_1     4
sky130_fd_sc_hd__nor2_1      34
sky130_fd_sc_hd__a22o_1     128
sky130_fd_sc_hd__or2_2        2
sky130_fd_sc_hd__buf_2       78
sky130_fd_sc_hd__buf_1        8
sky130_fd_sc_hd__a22oi_1    192
sky130_fd_sc_hd__clkbuf_4     4
sky130_fd_sc_hd__nor3_1      64
sky130_fd_sc_hd__nand3b_1     5
sky130_fd_sc_hd__nand3_1    194
sky130_fd_sc_hd__conb_1       1
sky130_fd_sc_hd__clkbuf_1    73
sky130_fd_sc_hd__buf_6       37
sky130_fd_sc_hd__nand2_1    195
sky130_fd_sc_hd__mux2i_1   1024
sky130_fd_sc_hd__buf_4       53
sky130_fd_sc_hd__or3_1        1
[layout make-up]
cell class | count | share of cell area
sequential | 1024 | 0.493
multi-input combinational | 2140 | 0.291
clock inverter | 1110 | 0.0769
timing repair buffer | 355 | 0.0604
clock buffer | 116 | 0.0466
tap | 1612 | 0.0323
antenna | 3 | 0.000120
[logic make-up (layout without fill, tap and decap cells)]
kind of cell,after synthesis,after routing,synth area share
other,1,35,0.0000769
muxes,1024,1024,0.210
AOI/OAI and AO/OA,576,576,0.0805
DFF,1024,1024,0.631
and+or+nand+nor,508,508,0.0471
buffers and inverters,254,1581,0.0316
[repair_timing]
| item | 4_1_cts | 5_1_grt |
|---|---|---|
| pin swaps | 157 | 86 |
| gates resized | 401 | 25 |
| hold endpoints to repair | 0 | 0 |
| endpoints found under the setup margin | 64 | 64 |
| setup buffers | 7 | 0 |
[worst max-delay path, delay by kind of cell (launching register included)]
family	cells	cell delay, ns
compound gates	2	0.39
buf+inv	3	0.41
flops	1	0.43
mux	1	0.15
simple gates	2	0.12
[power breakdown]
part	internal (mW)	leakage [nW]	switching (mW)
combinational	0.605	10.6	0.968
sequential	7.66	9.25	0.0403
clock	5.00	7.36	4.32
[metal layers]
layer  vias up  GRT usage
li1      15900          -
met1     16900      0.339
met2      1952      0.378
met3       280      0.170
met4         6      0.116
met5         -    0.00981
[worst max-delay path by stage]
stage                            start  cells after the start  slack, ns       to
after CTS             registers[4][10]                      8      -0.32  ru2[10]
after global routing  registers[4][10]                      8      -0.38  ru1[10]
final                 registers[4][10]                      8      -0.32  ru1[10]
[through the flow]
stage          setup TNS (ns)  utilization  setup WS (ns)
3_3_place_gp            -7.88        0.446         -0.132
3_5_place_dp            -7.60        0.446         -0.103
6_report                -8.14        0.518         -0.322
4_1_cts                -11.04        0.517         -0.322
2_1_floorplan         -216.00            -         -0.436
5_1_grt                -14.37        0.518         -0.384
Power figures rest on the tool's default switching activity, not on a simulated workload.
