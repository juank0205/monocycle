$ cat config.mk
export PLATFORM = sky130hd
export DESIGN_NAME = executeregisters
export DESIGN_NICKNAME = executeregisters
export VERILOG_FILES = /design/flow/design.v
export SDC_FILE = /design/flow/constraint.sdc
export NUM_CORES = 4
export LEC_CHECK = 1
export CORE_AREA = 10 10 242 242
export DIE_AREA = 0 0 252 252
$ cat design.v
module executeregisters (
    input logic [31:0] pc_input,
    input logic [31:0] pcInc_input,
    input logic [31:0] RUrs1_input,
    input logic [31:0] RUrs2_input,
    input logic [31:0] ImmExt_input,
    input logic [ 4:0] rd_input,
    input logic [ 4:0] rs1_input,
    input logic [ 4:0] rs2_input,
    input logic RUWr_input,
    input logic DMWr_input,
    input logic DMRd_input,
    input logic ALUASrc_input,
    input logic ALUBSrc_input,
    input logic [1:0] RUDataWrSrc_input,
    input logic [2:0] DMCtrl_input,
    input logic [3:0] AluOp_input,
    input logic [4:0] BrOp_input,
    input logic clk,
    input logic clear_eden_hazard,
    input logic clear_branchUnit,
    output logic [31:0] pc_output,
    output logic [31:0] pcInc_output,
    output logic [31:0] RUrs1_output,
    output logic [31:0] RUrs2_output,
    output logic [31:0] ImmExt_output,
    output logic [ 4:0] rd_output,
    output logic [ 4:0] rs1_output,
    output logic [ 4:0] rs2_output,
    output logic RUWr_output,
    output logic DMWr_output,
    output logic DMRd_output,
    output logic ALUASrc_output,
    output logic ALUBSrc_output,
    output logic [1:0] RUDataWrSrc_output,
    output logic [2:0] DMCtrl_output,
    output logic [3:0] AluOp_output,
    output logic [4:0] BrOp_output
);
  always_ff @(posedge clk) begin
    pc_output <= pc_input;
    pcInc_output <= pcInc_input;
    RUrs1_output <= RUrs1_input;
    RUrs2_output <= RUrs2_input;
    ImmExt_output <= ImmExt_input;
    rd_output <= rd_input;
    rs1_output <= rs1_input;
    rs2_output <= rs2_input;
    RUWr_output <= RUWr_input;
    DMWr_output <= DMWr_input;
    DMRd_output <= DMRd_input;
    ALUASrc_output <= ALUASrc_input;
    ALUBSrc_output <= ALUBSrc_input;
    RUDataWrSrc_output <= RUDataWrSrc_input;
    DMCtrl_output <= DMCtrl_input;
    AluOp_output <= AluOp_input;
    BrOp_output <= BrOp_input;
    if (clear_eden_hazard || clear_branchUnit) begin
      pc_output <= 0;
      pcInc_output <= 0;
      RUrs1_output <= 0;
      RUrs2_output <= 0;
      ImmExt_output <= 0;
      rd_output <= 0;
      rs1_output <= 0;
      rs2_output <= 0;
      RUWr_output <= 1;
      DMWr_output <= 0;
      DMRd_output <= 0;
      ALUASrc_output <= 0;
      ALUBSrc_output <= 0;
      RUDataWrSrc_output <= 0;
      DMCtrl_output <= 0;
      AluOp_output <= 0;
      BrOp_output <= 0;
    end
  end
endmodule
$ cat constraint.sdc
current_design executeregisters

set clk_period 1.0
set clk_io_pct 0.2

create_clock -name clk0 -period $clk_period [get_ports {clk}]

set non_clock_inputs [all_inputs -no_clocks]
set_input_delay [expr $clk_period * $clk_io_pct] -clock clk0 $non_clock_inputs
set_output_delay [expr $clk_period * $clk_io_pct] -clock clk0 [all_outputs]
$ cat run.sh
#!/bin/bash
# OpenROAD 26Q1-2900-gdf79404cd8, Yosys 0.63+post, stock flow scripts
make -C /OpenROAD-flow-scripts/flow DESIGN_CONFIG=/design/flow/config.mk WORK_HOME=/design/flow/orfs finish
==> impl_metrics.ini <==
; synthesis and place-and-route metrics
[run_status]
status = complete, but fails checks
violations = negative setup slack

[drt]
first_pass_iters = 6
ant_nets = 0
vias = 4808
wire_per_inst_um = 15.17
diodes = 0
drt-total-wl_um = 23310
drc = 0
viasPerCell = 3.128
first_iter_violations = 111

[timing]
max_freq_mhz = 895.7
tightest_slew_ns = 0.3174
post-route-min-period_ns = 1.116
hold_viol = 0
maxSlewViolCount = 0
setup_violations = 194
slew_headroom = 0.7880
rsz0062_at_grt = true
fin_crit_sh = 1.116
setup_ws_ns = -0.1165

[synth]
synth_adder_area_share = 0
synthCells = 432
synth_xor_xnor_area_share = 0
synth-warning-count = 1
simple_gate_share = 0.3477
area_leaders = dfxtp_1 (59%), nor3b_2 (32%), buf_6 (5.6%), nor3b_1 (2.6%), buf_4 (0.68%)
logic_family = simple AND/OR/NAND/NOR gates
ys_types = 7
yosys.area_share.aoi = 0
ys_chip_area_mm2 = 0.006631
synth.area.mux_share = 0
synth.cell_area_mm2 = 0.006631
netlist.area_leader.share = 0.5857
avgSynthCellArea_um2 = 15.35
yosysTopAreaCell = dfxtp_1
ys_seq_frac = 0.5857
ys_cells = 432
numSynthFlops = 194

[die]
dieArea_mm2 = 0.06350
core_mm2 = 0.05297
ios = 391
fp_util = 0.1252
die_w_um = 252
fp-row-count = 84
die_y_um = 252

[placement]
placed_area_mm2 = 0.01136
dpl.cell_count = 1505
port_buffers = 390
pre_cts_ws_ns = -0.1601
place_congestion = 0.8032
dp_hpwl_um = 18000

[cts]
post-cts-setup-buffer-count = 0
root_buffer = clkbuf_16
clockBufferDepth = 2
tritoncts = yes
cts_made_buffers = 17
hold_buffers = 0
htree_levels = 4
clk_pin_slew_ns = 0.07
numClockSinks = 194

[finish]
layout.cells.most_common = clkdlybuf4s50_1
fin_util = 0.2092
drive_above_1_share = 0.5548
lay_top_cells = clkdlybuf4s50_1 (194), buf_2 (190), nor3b_2 (170), dfxtp_1 (159), dfxtp_2 (35)
fin_area_mm2 = 0.01108
fin_cells = 1537
fillers = 5724
synthToLayoutAreaGrowth_pct = 67.11

[worst_setup_path]
cp_num_buf_inv = 1
cp.required_ns = 0.80
cp-end-kind = output pin
arrival_ns = 0.92
critPathTopFamily = flip-flops
critPathKind = flip-flop to output pin
crit_path_start_kind = flip-flop
critPathSlowestCell = dfxtp_2
cp_max_fo = 1
cp_cell_sequence = buf_2
max_stage_delay_ns = 0.33

[hold_path]
hp-class = input pin to flip-flop

[global_routing]
antenna_found_initial = 0
grt_max_degree = 41
grt_pass1_vias = 5087
grt_use_total = 0.07040
grt_pass1_wl_um = 33570
overflow = 0

[run]
warnings = 27
drv_cap = 0

[power_and_ir_drop]
p_leak_nw = 4.468
vdd_drop_max_v = 0.001288
power_density_mw_per_mm2 = 1574
layout make-up:
type,count,area (um^2),share of cell area
flip-flops and latches,194,3928,0.3544
repair buffers,429,3361,0.3033
multi-input cells,194,2306,0.2081
well taps,688,860.8,0.07768
clock buffers,20,456.7,0.04121
clock inverters,12,170.2,0.01536
flip-flops by register name (all words and copies together) (netlist names):
register            count
pc_output              32
ALUBSrc_output          1
pcInc_output           32
RUWr_output             1
ALUASrc_output          1
rs1_output              5
RUDataWrSrc_output      2
RUrs2_output           32
DMCtrl_output           3
AluOp_output            4
DMRd_output             1
rs2_output              5
RUrs1_output           32
rd_output               5
DMWr_output             1
ImmExt_output          32
BrOp_output             5
cell families (layout without fill, tap and decap cells):
family,Yosys count,count (layout)
flops,194,194
simple gates,194,194
buf+inv,44,461
routing by layer:
metal  track usage  part of all wire  vias to the layer above
met3       0.04619              0.15                       20
met4       0.01004             0.016                        0
met1       0.07686              0.37                     2225
met5             0                 0                        -
li1              -                 -                     2274
met2        0.1150              0.47                      289
through the flow:
stage	hold WS [ns]	total power, mW	TNS (ns)
3_3_place_gp	0.6029	10.59	-1.550
2_1_floorplan	0.2988	9.008	0
5_1_grt	0.06990	18.26	-27.92
4_1_cts	0.04892	17.87	-27.93
6_report	0.08590	17.44	-15.05
3_5_place_dp	0.6028	10.60	-1.951
cells in the mapped netlist:
| library cell | n |
|---|---|
| buf_2 | 5 |
| buf_4 | 6 |
| buf_6 | 33 |
| nor3b_1 | 23 |
| or3_1 | 1 |
| nor3b_2 | 170 |
| dfxtp_1 | 194 |
what timing repair did:
action | CTS | global route
pin swaps | 0 | 0
gates resized | 649 | 18
endpoints found under the hold margin | 0 | 0
setup endpoints to repair | 194 | 194
report_power, final:
part | internal (mW) | switching (mW)
clock | 4.12 | 3.23
combinational | 1.31 | 0.678
sequential | 8.04 | 0.0674
path summary, 6_finish.rpt:
path | start | end | slack, ns | cells after the start
hold / removal | clear_eden_hazard | pc_output[29] | 0.09 | 2
setup / recovery | pc_output[29] | pc_output[29] | -0.12 | 1
Power figures rest on the tool's default switching activity, not on a simulated workload.
